==> /design/flow/design.v <==
module mux2x1 (input [31:0]a, input [31:0]b, input sel, output reg [31:0]z );
      always @ (sel or a or b)
      begin: mux
            case(sel)
            1'b0: z = a;
            1'b1: z = b;
            endcase
      end
endmodule  
module mux4x1 (input [31:0]a, input [31:0]b, input [31:0]c, input [31:0]d, input [1:0]sel, output reg [31:0]y);
      always @ ( sel or a or b or c or d ) begin
            begin: mux4x1
                  case(sel)
                  2'b00: y = a;
                  2'b01: y = b;
                  2'b10: y = c;
                  2'b11: y = d;
                  endcase
            end
      end
endmodule  
module adder1b (input a, input b,  input c, output s, output cout);
      assign s = a ^ b ^c ;
      assign cout = (a & b) | (b&c) | (c&a);
endmodule  
module adder32b (input [31:0]a, input [31:0]b, input f, output [31:0]s, output cout, output reg of);
      wire [30:0]c;
      wire check;
      adder1b a0 (a[0],  b[0],  f,  s[0], c[0]);
      adder1b a1 (a[1], b[1], c[0], s[1], c[1]);
      adder1b a2 (a[2], b[2], c[1], s[2], c[2]);
      adder1b a3 (a[3], b[3], c[2], s[3], c[3]);
      adder1b a4 (a[4], b[4], c[3], s[4], c[4]);
      adder1b a5 (a[5], b[5], c[4], s[5], c[5]);
      adder1b a6 (a[6], b[6], c[5], s[6], c[6]);
      adder1b a7 (a[7], b[7], c[6], s[7], c[7]);
      adder1b a8 (a[8], b[8], c[7], s[8], c[8]);
      adder1b a9 (a[9], b[9], c[8], s[9], c[9]);
      adder1b a10 (a[10], b[10], c[9], s[10], c[10]);
      adder1b a11 (a[11], b[11], c[10], s[11], c[11]);
      adder1b a12 (a[12], b[12], c[11], s[12], c[12]);
      adder1b a13 (a[13], b[13], c[12], s[13], c[13]);
      adder1b a14 (a[14], b[14], c[13], s[14], c[14]);
      adder1b a15 (a[15], b[15], c[14], s[15], c[15]);
      adder1b a16 (a[16], b[16], c[15], s[16], c[16]);
      adder1b a17 (a[17], b[17], c[16], s[17], c[17]);
      adder1b a18 (a[18], b[18], c[17], s[18], c[18]);
      adder1b a19 (a[19], b[19], c[18], s[19], c[19]);
      adder1b a20 (a[20], b[20], c[19], s[20], c[20]);
      adder1b a21 (a[21], b[21], c[20], s[21], c[21]);
      adder1b a22 (a[22], b[22], c[21], s[22], c[22]);
      adder1b a23 (a[23], b[23], c[22], s[23], c[23]);
      adder1b a24 (a[24], b[24], c[23], s[24], c[24]);
      adder1b a25 (a[25], b[25], c[24], s[25], c[25]);
      adder1b a26 (a[26], b[26], c[25], s[26], c[26]);
      adder1b a27 (a[27], b[27], c[26], s[27], c[27]);
      adder1b a28 (a[28], b[28], c[27], s[28], c[28]);
      adder1b a29 (a[29], b[29], c[28], s[29], c[29]);
      adder1b a30 (a[30], b[30], c[29], s[30], c[30]);
      adder1b a31 (a[31], b[31], c[30], s[31], cout);
       assign check = cout ^ s[31];
	always @ (*) begin
      if(check == 1'b1 & (a[31] == b[31]))  of = 1'b1;
      else  of = 1'b0;
	end
endmodule  
module zeroextend (input a, output [31:0]b);
            assign b[0] = a;
            assign b[31:1] = 31'd0;
endmodule  
module main (input [31:0]a, input [31:0]b, input [2:0]f, output cout, output [31:0]y, output of, output reg zf);
      wire [31:0] bout;
      wire [31:0] orgate;
      wire [31:0] andgate;
		wire [31:0]temp ;
		wire [31:0] s;
            mux2x1 mx (b, ~b, f[2], bout);
            assign andgate = a & bout;
            assign orgate = a | bout;
            adder32b adder (a, bout, f[2], s, cout, of);
			zeroextend  sx  (s[31], temp);
			mux4x1 mx41 (andgate, orgate, s, temp, f[1:0], y);
			always @ (*) begin
			if(y == 32'd0)  zf = 1'b1;
			else  zf = 1'b0;
end
endmodule  
module testalu;
	reg [31:0] a;
	reg [31:0] b;
	reg [2:0]f;
	wire cout;
	wire [31:0] y;
	wire of;
	wire zf;
	main m (a, b, f, cout, y, of, zf);
initial
 begin
#10 a = 32'd0; b = 32'd0; f = 3'b000;  
#10 a = 32'd0; b = -32'd1; f = 3'b010;
#10 a = 32'd1; b = -32'd1; f= 3'b010;
#10 a = 32'h000000FF; b = 32'h00000001; f = 3'b010;
#10 a = 32'h00000000; b = 32'h00000000; f = 3'b110;  
#10 a = 32'h00000000; b = 32'hFFFFFFFF; f = 3'b110;
#10 a = 32'd1; b= 32'd1;f=3'b110;
#10 a=32'h00000100; b=32'd1; f = 3'b110;
#10 a=32'd0;b=32'd0;f=3'b111;  
#10 a=32'd0;b=32'd1;f=3'b111;
#10 a=32'd0;b=-32'd1;f=3'b111;
#10 a=32'd1;b=32'd0;f=3'b111;
#10 a=-32'd1;b=32'd0;f=3'b111;
#10 a=32'hFFFFFFFF;b=32'hFFFFFFFF;f=3'b000;  
#10 a=32'hFFFFFFFF;b=32'h12345678;f=3'b000;
#10 a=32'h12345678;b=32'h87654321;f=3'b000;
#10 a=32'h00000000;b=32'hFFFFFFFF;f=3'b000;
#10 a=32'hFFFFFFFF;b=32'hFFFFFFFF;f=3'b001;  
#10 a=32'h12345678;b=32'h87654321;f=3'b001;
#10 a=32'h00000000;b=32'hFFFFFFFF;f=3'b001;
#10 a=32'h00000000;b=32'h00000000;f=3'b001;
  end
	endmodule
==> /design/flow/run.sh <==
#!/bin/bash
# OpenROAD 26Q1-2900-gdf79404cd8, Yosys 0.63+post, stock flow scripts
make -C /OpenROAD-flow-scripts/flow DESIGN_CONFIG=/design/flow/config.mk WORK_HOME=/design/flow/orfs finish
==> /design/flow/config.mk <==
export PLATFORM = sky130hd
export DESIGN_NAME = main
export DESIGN_NICKNAME = main
export VERILOG_FILES = /design/flow/design.v
export SDC_FILE = /design/flow/constraint.sdc
export NUM_CORES = 4
export LEC_CHECK = 1
export CORE_UTILIZATION = 50
==> /design/flow/constraint.sdc <==
current_design main

set clk_period 17.9
set clk_io_pct 0.2

create_clock -name clk0 -period $clk_period

set non_clock_inputs [all_inputs -no_clocks]
set_input_delay [expr $clk_period * $clk_io_pct] -clock clk0 $non_clock_inputs
set_output_delay [expr $clk_period * $clk_io_pct] -clock clk0 [all_outputs]
==> reports/highlights.md <==
## Run status
* outcome: finished with violations
* violated checks: setup timing

## STA
* setup repair after global routing missed its margin: true
* endpoints failing setup: 8
* slew at the pin with the worst max-slew slack: 0.7243 ns
* maximum achievable frequency: 0.05136 GHz
* Setup TNS Final: -8.173 ns
* crit share post-route: 1.088
* Slew Limit Fails: 0
* Final Hold Vio Count: 0
* shortest clock period the worst path allows after layout: 19.47 ns
* tightest slew margin relative to the limit: 0.5172
* post-route worst setup slack: -1.571 ns

## Power and ir drop
* power density cells: 32.93 nW/um^2
* switching share of power: 0.4266
* switching pwr: 56.39 uW
* maximum VDD drop: 0.00002484 V
* Clock power frac: 0
* internal portion of total power: 75.79 uW
* proportion of power drawn by flip-flops and latches: 0
* combinational share of power: 1.000
* leakage power figure: 0.001994 uW

## Finish
* Final Core Density: 0.7809
* layout cell share with drive strength beyond 1: 0.1906
* FF+latch count: 0
* storage element area: 0 sq um
* summed area of non-filler cells in the final layout: 4014 sq um
* Area Growth Syn to Fin: 49.28%
* Layout clock buffers: 0

## Placed design
* worst setup slack before clock tree synthesis: -2.382 ns
* number of port buffers: 102
* Placed Area: 3954 sq um
* final weighted congestion of routability-driven global placement: 0.8353
* half-perimeter wire length of the detailed placement result: 4.898 mm

## Drt
* routed wl met2: 2.819 mm
* highest metal layer with signal wires: met4
* initial drt markers: 49
* detail-routed net length per standard cell: 12.57 microns
* number of antenna diodes: 0
* Initial DRT Pass Iterations: 4
* count of vias placed by the detailed router: 2264
* post-DR vias/cell: 4.776
* overall routed net length: 5.958 mm
* wire length on met3: 309 microns
* number of remaining DRC errors: 0
* wl on met1: 2.808 mm
* ANT nets after route: 0

## Logic synthesis
* ys cells: 289
* chip area from the yosys synthesis statistics: 2689 sq um
* sequential area share after synthesis: 0
* Netlist Area Pre-Place: 2689 sq um
* synthesized area divided by synthesized cell count: 9.304 sq um
* YS warnings: 4
* cell count after synthesis: 289
* number of distinct standard cells referenced by the synthesized netlist: 20

## Setup path
* CP max-delay cell: sky130_fd_sc_hd__fa_2
* crit-path max FO: 5
* kind of critical path: in -> out
* crit path capture type: output port
* maximum cell stage delay along the critical path: 0.49 ns
* data required time of the critical path: 14.32 ns
* kind of start point of the critical path: input pin
* crit path from: f[2]
* worst setup path endpoint: zf
* most numerous cell on the critical path: sky130_fd_sc_hd__fa_2
* Arrival @ worst endpoint: 15.89 ns

## Worst hold path
* worst min-delay path category: in -> out

## Global routing
* antenna violations before repair: 0
* global-route wire length before repair: 9.349 mm
* remaining global-route overflow: 0
* number of global-route vias before repair: 2109
* pin count of the biggest net entering global routing: 35
* global-route usage over all layers: 0.2181

## Die
* Core Density at Floorplan: 0.5231
* floorplan die height: 75.33 microns
* Floorplan Core Area: 5140 sq um
* number of I/O pins: 102
* chip area: 5675 sq um
* Die Span X: 75.33 microns
* placement row count: 26

## Flow run
* count of tool warnings: 98
* MaxCap Viol Count: 0

## CTS
* number of buffers inserted for hold repair after clock tree synthesis: 0

-- timing repair --
| item | CTS | global route |
|---|---|---|
| pin swaps | 6 | 6 |
| setup endpoints to repair | 10 | 10 |
| gates cloned | 0 | 0 |
| setup buffers | 2 | 1 |
| gates resized | 23 | 14 |
-- worst min path at each step --
stage / startpoint / end / slack [ns] / cells past startpoint
CTS: a[0] / y[0] / 7.97 / 5
global route: a[0] / y[0] / 7.91 / 5
finish: a[0] / y[0] / 7.88 / 5
-- placed cells by master, fill, tap and decap left out, types with 4 or more instances in the layout --
master / n
sky130_fd_sc_hd__clkdlybuf4s50_1: 91
sky130_fd_sc_hd__ha_1: 64
sky130_fd_sc_hd__inv_1: 63
sky130_fd_sc_hd__xor2_1: 31
sky130_fd_sc_hd__fa_2: 31
sky130_fd_sc_hd__mux2i_1: 30
sky130_fd_sc_hd__o22ai_1: 30
sky130_fd_sc_hd__buf_4: 27
sky130_fd_sc_hd__nor4_1: 7
sky130_fd_sc_hd__buf_2: 4
-- per-stage QoR --
step           std cells  hold WS [ns]  total power [uW]
6_report             474         7.878             132.2
5_1_grt              474         7.910             149.9
4_1_cts              473         7.965             130.9
3_5_place_dp         471         8.167             130.4
3_3_place_gp         471         8.164             128.0
2_1_floorplan        289         7.324             66.67
-- Yosys cell counts --
master,instances,area [sq um]
sky130_fd_sc_hd__buf_4,2,15.01
sky130_fd_sc_hd__mux4_2,1,22.52
sky130_fd_sc_hd__nor4_1,8,50.05
sky130_fd_sc_hd__buf_6,3,33.78
sky130_fd_sc_hd__nand4_1,1,6.260
sky130_fd_sc_hd__fa_1,31,620.6
sky130_fd_sc_hd__ha_1,64,800.8
sky130_fd_sc_hd__and2_1,1,6.260
sky130_fd_sc_hd__o32ai_1,1,8.760
sky130_fd_sc_hd__o22ai_1,30,187.7
sky130_fd_sc_hd__xnor2_1,1,8.760
sky130_fd_sc_hd__nand2b_2,1,8.760
sky130_fd_sc_hd__inv_1,66,247.7
sky130_fd_sc_hd__clkbuf_1,2,7.510
sky130_fd_sc_hd__nor3_2,1,10.01
sky130_fd_sc_hd__xor2_1,33,289.0
sky130_fd_sc_hd__nor2_1,2,7.510
sky130_fd_sc_hd__nand2_1,2,7.510
sky130_fd_sc_hd__mux2i_1,31,310.3
sky130_fd_sc_hd__buf_2,8,40.04
-- cells by family (layout without fill, tap and decap cells) --
| group | after synthesis | in the layout | synth area share |
|---|---|---|---|
| and+or+nand+nor | 16 | 16 | 0.03584 |
| buffers and inverters | 81 | 196 | 0.1280 |
| adders and majority gates | 95 | 95 | 0.5286 |
| xor gates and xnor gates | 34 | 34 | 0.1108 |
| AOI/OAI and AO/OA | 31 | 31 | 0.07306 |
| muxes | 32 | 32 | 0.1238 |
-- power by group through the flow --
stage | clock network [uW] | logic [uW] | registers [uW]
4_1_cts | 0 | 131 | 0
5_1_grt | 0 | 150 | 0
6_report | 0 | 132 | 0
-- area by class of cell --
type	count	area, sq um
Fill cell	373	1126
Inverter	66	247.7
Multi-Input combinational cell	208	2456
Tap cell	70	87.58
Timing Repair Buffer	130	1222
-- layer usage --
layer,track usage,vias up
li1,-,1145
met2,0.3720,55
met1,0.3340,1062
met5,0,-
met3,0.01340,2
met4,0.01029,0
-- worst max-delay path, delay by kind of cell --
family          cells  cell delay [ns]
mux                 1             0.12
compound gates      1             0.11
fa+ha+maj          31            10.85
buf+inv             5             0.48
xor+xnor            1             0.18
simple gates        3             0.56
Power and IR drop assume default switching activity.
